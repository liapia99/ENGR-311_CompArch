### ./config.mk
export PLATFORM = sky130hd
export DESIGN_NAME = subt
export DESIGN_NICKNAME = subt
export VERILOG_FILES = /design/flow/design.v
export SDC_FILE = /design/flow/constraint.sdc
export NUM_CORES = 4
export LEC_CHECK = 1
export CORE_AREA = 10 10 70 70
export DIE_AREA = 0 0 80 80
### ./constraint.sdc
current_design subt

set clk_period 3.1
set clk_io_pct 0.2

create_clock -name clk0 -period $clk_period

set non_clock_inputs [all_inputs -no_clocks]
set_input_delay [expr $clk_period * $clk_io_pct] -clock clk0 $non_clock_inputs
set_output_delay [expr $clk_period * $clk_io_pct] -clock clk0 [all_outputs]
### ./design.v
`timescale 1ns / 1ps
module subt(
    input logic [3:0] a,
    input logic [3:0] b,
    input logic bin,
    output bout,
    output logic [3:0] d
    );
    logic [2:0] d_bout;  
    assign bin = 1'b0;  
    assign d_bout[0]= ~a[0] & bin | ~a[0] & b[0] | b[0] & bin;
    assign d_bout[1]= ~a[1] & d_bout[0] | ~a[1] & b[1] | b[1] & d_bout[0];
    assign d_bout[2]=  ~a[2] & d_bout[1] | ~a[2] & b[2] | b[2] & d_bout[1];
    assign bout =  ~a[3] & d_bout[2] | ~a[3] & b[3] | b[3] & d_bout[2];
    assign d[0] = a[0] ^ b[0] ^ bin;
    assign d[3:1] = a[3:1] ^ b[3:1] ^ d_bout[2:0];
endmodule
### ./run.sh
#!/bin/bash
# OpenROAD 26Q1-2900-gdf79404cd8, Yosys 0.63+post, stock flow scripts
make -C /OpenROAD-flow-scripts/flow DESIGN_CONFIG=/design/flow/config.mk WORK_HOME=/design/flow/orfs finish
==> results.txt <==
yosys + openroad results -> run status stopped before the end, stage where the flow stopped synthesis (1_2_yosys), first error line in the log ERROR: Found 1 problems in 'check -assert'., total of warnings raised by yosys 0, Yosys cell types 5, synthesized chip area reported by yosys 118 um^2, sequential share of the synthesized area 0%, number of cell instances after yosys synthesis 15
==> synth_stat cells <==
cell | n | area share, %
sky130_fd_sc_hd__buf_4 | 1 | 6.4
sky130_fd_sc_hd__conb_1 | 1 | 3.2
sky130_fd_sc_hd__fa_1 | 3 | 51
sky130_fd_sc_hd__ha_1 | 1 | 11
sky130_fd_sc_hd__inv_1 | 9 | 29
==> logic make-up after synthesis <==
group | Yosys count | share of synthesized area (%)
adder cells (fa/ha/maj) | 4 | 61.7
other | 1 | 3.19
buffers and inverters | 10 | 35.1
