==> /design/flow/design.v <==
`timescale 1ns / 1ps
module lab2_JP(
input logic [3:0] x, 
input logic [3:0] y,
input cin,
output logic cout,
output logic [3:0] z
    );
    logic [3:0] p; 
    logic [3:0] g;
    assign p = x | y;
    assign g = x & y;
    assign cin = 1'b0;
    logic [4:1] c;
    assign c[1] = g[0] | p[0] & cin;
    assign c[2] = g[1] | g[0] & p[1] | cin & p[0] & p[1];
    assign c[3] = g[2] | g[1] & p[2] | g[0] & p[1] & p[2] | cin & p[0] & p[1] & p[2];
    assign c[4] = g[3] | g[2] & p[3] | g[1] & p[2] & p[3] | g[0] & p[1] & p[2] & p[3] | c[0] & p[0] & p[1] & p[2] & p[3];
    logic [3:0] z;
    assign z[0] = cin ^ p[0] ^ g[0];
    assign z[1] = c[1] ^ p[1] ^ g[1];
    assign z[2] = c[2] ^ p[2] ^ g[2];
    assign z[3] = c[3] ^ p[3] ^ g[3];
    assign cout = c[4];
endmodule
==> /design/flow/run.sh <==
#!/bin/bash
# OpenROAD 26Q1-2900-gdf79404cd8, Yosys 0.63+post, stock flow scripts
make -C /OpenROAD-flow-scripts/flow DESIGN_CONFIG=/design/flow/config.mk WORK_HOME=/design/flow/orfs finish
==> /design/flow/config.mk <==
export PLATFORM = sky130hd
export DESIGN_NAME = lab2_JP
export DESIGN_NICKNAME = lab2_JP
export VERILOG_FILES = /design/flow/design.v
export SDC_FILE = /design/flow/constraint.sdc
export NUM_CORES = 4
export LEC_CHECK = 1
export CORE_AREA = 10 10 70 70
export DIE_AREA = 0 0 80 80
==> /design/flow/constraint.sdc <==
current_design lab2_JP

set clk_period 2.2
set clk_io_pct 0.2

create_clock -name clk0 -period $clk_period

set non_clock_inputs [all_inputs -no_clocks]
set_input_delay [expr $clk_period * $clk_io_pct] -clock clk0 $non_clock_inputs
set_output_delay [expr $clk_period * $clk_io_pct] -clock clk0 [all_outputs]
==> reports/qor.yml <==
top_cell_area_share_pct: 18.3
synthTopCellsByArea: "xnor2_1 (18%), ha_1 (17%), fa_1 (14%)"
ys_area_um2: 144
ys_cells: 18
yosysUniqueCellTypes: 11
tool.error: "ERROR: Found 1 problems in 'check -assert'."
top_area_cell: "xnor2_1"
top_cell: "inv_1"
postSynthSeqShare_pct: 0
status: "stopped before the end"
top_cells_by_count: "inv_1 (4), xnor2_1 (3), ha_1 (2), nor2_1 (2)"
yosys_warnings: 1
stop_stage: "synthesis"
[cells by family after synthesis]
group	count (synthesis)	synth area share, %
compound gates	1	10.4
simple gates	3	7.83
xor+xnor	4	24.4
fa+ha+maj	4	39.1
buf+inv	5	15.7
other cells	1	2.61
