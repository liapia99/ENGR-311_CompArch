File: /design/flow/config.mk
export PLATFORM = sky130hd
export DESIGN_NAME = segment
export DESIGN_NICKNAME = segment
export VERILOG_FILES = /design/flow/design.v
export SDC_FILE = /design/flow/constraint.sdc
export NUM_CORES = 4
export LEC_CHECK = 1
export CORE_AREA = 10 10 70 70
export DIE_AREA = 0 0 80 80
File: /design/flow/run.sh
#!/bin/bash
# OpenROAD 26Q1-2900-gdf79404cd8, Yosys 0.63+post, stock flow scripts
make -C /OpenROAD-flow-scripts/flow DESIGN_CONFIG=/design/flow/config.mk WORK_HOME=/design/flow/orfs finish
File: /design/flow/design.v
`timescale 1ns / 1ps
module segment(
    input logic [3:0] D,
    output logic [6:0] S
    );
    assign S[0] = D[3] | D[1] | ~D[2] & ~D[0] | D[2] & D[0];
    assign S[1] = ~D[2] | ~D[1] & ~D[0] | D[1] & D[0];
    assign S[2] = ~D[1] | D[0] | D[2];
    assign S[3] = D[3] | ~D[2] & ~D[0] | D[1] & ~D[0] | ~D[2] & D[1] | D[2] & ~D[1] & D[0];
    assign S[4] = ~D[2] & ~D[0] | D[1] & ~D[0];
    assign S[5] = D[3] | D[2] & ~D[1] | D[2]  & ~D[0] | ~D[1] & ~D[0];
    assign S[6] = D[3] | D[2] & ~D[1] | D[2]  & ~D[0] | ~D[2] & D[1];
endmodule
File: /design/flow/constraint.sdc
current_design segment

set clk_period 1.5
set clk_io_pct 0.2

create_clock -name clk0 -period $clk_period

set non_clock_inputs [all_inputs -no_clocks]
set_input_delay [expr $clk_period * $clk_io_pct] -clock clk0 $non_clock_inputs
set_output_delay [expr $clk_period * $clk_io_pct] -clock clk0 [all_outputs]
==> flow_metrics.tcl <==
# collected from the flow reports
set metrics [dict create \
    outcome "finished clean" \
    tightest_slew_ps 123 \
    drv_slew 0 \
    grt_pass1_vias 198 \
    post_drt_wl_per_cell_um 6.94 \
    drt-pass1-iter-count 2 \
    path_max_fanout 5 \
    routed-via-count 188 \
    timing.hold.worst.class "input pin to output port" \
    worst-endpoint-required_ps 1200 \
    worst-setup-path-type "input pin to output port" \
    max_cap_violations 0 \
    final.clkbuf_count 0 \
    ff_count 0 \
    maximum_number_of_pins_on_one_net_before_global_route_repair 8 \
    synthesis.yosys.warnings 0 \
    rsz_0062_raised_after_global_routing "false" \
    finalSetupViolCount 0 \
    via_per_inst 2.29 \
    std_cell_rows 21 \
    total_power_w 0.0000650 \
    ir_worst_vdd_mv 0.0319 \
    route.antenna.remaining_nets 0 \
    antenna_cells 0 \
    chip_area_mm2 0.00640 \
    syn_inst 19 \
    dr_iter_0_viols 18 \
    gr-usage-all-layers 0.0189 \
    final_hold_viol_count 0 \
    log.warning_count 33 \
    dieHeight_um 80 \
    final_global_route_overflow_total 0 \
    share_of_cells_above_drive_strength_1 0.417 \
    tcrit_tclk_final 0.967 \
    floorplan.core_util 0.0355 \
    io-pin-count 11 \
    global_route_wire_length_before_repair_um 1010 \
    antenna_found_initial 0 \
    ys_seq_frac 0 \
    crit_path_start_kind "input pin" \
    cts_setup_buffers 0 \
    worst-endpoint-arrival_ps 1150 \
    worstSetupEndpointType "output port" \
    design.core.area_mm2 0.00342 \
    ys_cells 19 \
    netlist_area_um2 121 \
    power_density_mw_per_mm2 205 \
    ff_latch_area_um2 0 \
    routed_wirelength_um 569 \
    detailedPlacementHpwl_um 496 \
    finalCriticalPeriod_ps 1450 \
    area_growth_pct 162 \
    fmax_mhz 689 \
    final_util 0.0930 \
    hold-path-cell-count 4 \
    cts-hold-fix-buffers 0 \
    gp_congestion 0.824 \
    residual_drc_count 0 \
    yosys.stat.chipArea_um2 121 \
    place.port_buffers 11 \
    max-slew-margin-rel 0.918 \
    die_x_um 80 \
    yosys.cell_types.count 15 \
    synth.avg_cell_area_um2 6.39 \
    setup_total_negative_slack_ps 0 \
    static_leakage_nw 0.142 \
]
==> per-layer routing <==
layer | global-route usage | vias up | wire length [um]
met2 | 0.0305 | 7 | 244
met5 | 0 | - | 0
met4 | 0 | 0 | 0
met3 | 0.00795 | 0 | 79
met1 | 0.0244 | 82 | 245
li1 | - | 99 | -
==> per-stage QoR <==
step                      setup WS [ps]  hold WS (ps)  area [um2]  std cells
after floorplan                     247           641         121         19
after global placement             -619          1670         330         82
after detailed placement           -637          1680         330         82
after CTS                         -43.0          1020         314         82
after global routing              0.719          1040         318         82
final                              48.8           984         318         82
==> cells in the mapped netlist, drive strengths merged <==
master,count,area [um2]
xor2,2,17.5
a21oi,1,5.00
nor2,1,3.75
and3,1,7.51
o31a,1,8.76
a21o,1,7.51
or3,1,6.26
inv,3,11.3
nand2,2,7.51
o21bai,1,7.51
nand3,1,5.00
buf,2,18.8
o21ai,1,5.00
or4b,1,10.0
==> final timing paths <==
path | startpoint | endpoint | slack [ps]
max | D[1] | S[3] | 50
min | D[2] | S[1] | 980
==> worst max-delay path, stage by stage <==
cell    delay [ps]
buf_4          130
or4b_1         490
o31a_1         120
buf_2          110
==> cells by family (layout without fill, tap and decap cells) <==
group                  after synthesis  after routing  share of synthesized area
AND/OR/NAND/NOR                      7              7                      0.330
XOR/XNOR                             2              2                      0.144
AND-OR/OR-AND                        5              5                      0.278
buffers and inverters                5             22                      0.247
==> final cells by class <==
class                           instances  area [um2]
Fill cell                             412        3100
Inverter                                3        11.3
Multi-Input combinational cell         14        98.8
Tap cell                               46        57.6
Timing Repair Buffer                   19         150
==> cell usage in the layout (no fill, tap or decap), types with 2 or more instances in the layout <==
cell type	n
dlygate4sd2_1	5
nand2_1	2
buf_2	3
buf_4	9
inv_1	3
==> where the power goes <==
part            total, W  internal (W)  switching (W)
clock network          0             0              0
registers              0             0              0
logic          0.0000650     0.0000407      0.0000243
==> what timing repair did <==
action	CTS	global route
gates resized	27	3
pin swaps	1	2
endpoints found under the setup margin	7	2
Power is estimated from default activity; no workload was simulated.
